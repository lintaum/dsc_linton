==> design/flow/design.v <==
module gerenciador_memoria_anterior
		#(
			parameter ADDR_WIDTH = 10
		)
		( 
			input clk,     
			input rst_n,   
			input [ADDR_WIDTH-1:0] top_fonte_in,
			input [ADDR_WIDTH-1:0] top_destino_in,
			input cme_construir_caminho_in,
			input [ADDR_WIDTH-1:0] write_data_in,
			input write_en_in,
			input [ADDR_WIDTH-1:0] write_addr_in,
			output reg [ADDR_WIDTH-1:0] read_data_out,
			output reg pronto_out
		);
wire read_en_in;
reg [ADDR_WIDTH-1:0] read_addr_in;
wire [ADDR_WIDTH-1:0] ram_data;
reg init;
assign read_en_in = 1'b1;
always @(posedge clk or negedge rst_n) begin
	if (!rst_n) begin
		read_data_out <= {ADDR_WIDTH{1'b0}};
		read_addr_in <= {ADDR_WIDTH{1'b0}};
		init <= 1'b0;
	end
	else begin
		if (cme_construir_caminho_in) begin
			read_data_out <= read_addr_in;
			if (!init) begin
				init <= 1'b1;
				read_addr_in <= top_destino_in;
			end
			else begin
				read_addr_in <= ram_data;
			end
		end
		else begin
			init <= 1'b0;
		end
	end
end
always @(posedge clk or negedge rst_n) begin
	if (!rst_n) begin
		pronto_out <= 1'b0;
	end
	else begin
		if (!init)
			pronto_out <= 1'b0;
		else if (ram_data == top_fonte_in)
			pronto_out <= 1'b1;
	end
end
dual_port_ram 
	#(
		.DATA_WIDTH(ADDR_WIDTH),
		.ADDR_WIDTH(ADDR_WIDTH)
	)
	dual_port_ram_u0
	(
		.clk(clk),
		.rst_n(rst_n),
		.data_i(write_data_in),
		.write_en_i(write_en_in),
		.read_en_i(read_en_in),
		.read_addr_i(read_addr_in),
		.write_addr_i(write_addr_in),
		.data_o(ram_data)
	);
endmodule
module dual_port_ram 
	#(
		parameter DATA_WIDTH = 32,
		parameter ADDR_WIDTH = 3
	)
	(
	input clk,     
	input rst_n,   
	input [DATA_WIDTH-1:0] data_i,
	output [DATA_WIDTH-1:0] data_o,
	input write_en_i,
	input read_en_i,
	input [ADDR_WIDTH-1:0] read_addr_i,
	input [ADDR_WIDTH-1:0] write_addr_i
);
localparam MEM_SIZE = 2**ADDR_WIDTH;
reg [DATA_WIDTH-1:0] mem [0:MEM_SIZE-1];
always @(posedge clk) begin : proc_mem
		if (write_en_i)
			mem[write_addr_i] <= data_i;
end
assign data_o = mem[read_addr_i];
endmodule
==> design/flow/run.sh <==
#!/bin/bash
# OpenROAD 26Q1-2900-gdf79404cd8, Yosys 0.63+post, stock flow scripts
make -C /OpenROAD-flow-scripts/flow DESIGN_CONFIG=/design/flow/config.mk WORK_HOME=/design/flow/orfs finish
==> design/flow/config.mk <==
export PLATFORM = sky130hd
export DESIGN_NAME = gerenciador_memoria_anterior
export DESIGN_NICKNAME = gerenciador_memoria_anterior
export VERILOG_FILES = /design/flow/design.v
export SDC_FILE = /design/flow/constraint.sdc
export NUM_CORES = 4
export LEC_CHECK = 1
export CORE_UTILIZATION = 30
export SYNTH_HDL_FRONTEND = slang
export SYNTH_MEMORY_MAX_BITS = 65536
==> design/flow/constraint.sdc <==
current_design gerenciador_memoria_anterior

set clk_period 164.9
set clk_io_pct 0.2

create_clock -name clk0 -period $clk_period [get_ports {clk}]

set non_clock_inputs [all_inputs -no_clocks]
set_input_delay [expr $clk_period * $clk_io_pct] -clock clk0 $non_clock_inputs
set_output_delay [expr $clk_period * $clk_io_pct] -clock clk0 [all_outputs]
==> impl_metrics.csv <==
group,metric,value,unit
status,status,"complete, no violations",
synth,postSynthSeqShare,0.7741,
synth,adder_share,0,
global_route,grt_pass1_vias,227200,
final_timing,finClkSkew,0.1018,ns
flow_run,cap_viol_max_count,0,
synth,ys_cells,18930,
synth,logic_family,"multiplexers",
finish,design_area,461500,µm²
floorplanning,die_w,1154,µm
floorplanning,initial_utilization,0.3012,
setup_path,crit_required,165.65,ns
place,port_buffers,54,
pwr,peakVddDrop,18.61,µV
place,dpl_cell_area,426100,µm²
synth,async_reset_ff_frac,0.002144,
cts,numCtsBuffers,1086,
global_route,antenna_found_initial,208,
synth,syn_avg_cell_area,21.02,µm²
setup_path,startpoint_type,"primary input",
finish,syn2layout_area_growth,15.97,%
pwr,power,7.939,mW
floorplanning,chip_area,1331000,µm²
cts,ctsHoldBuffers,0,
final_timing,max_freq,26.89,MHz
floorplanning,fp.dieH,1154,µm
cts,htreeDepth,7,
setup_path,path_class,"in2reg",
cts,clk_pin_slew_worst_paths,0.06,ns
floorplanning,row_count,422,
synth,synthCells,18930,
final_timing,hold_viol_final,0,
drt,wl_per_cell,34.90,µm
synth,netlist_area,397900,µm²
synth,synth-edff-count,10240,
place,gp_congestion,0.9806,
drt,ant_nets,0,
synth,synthFlopType,"edfxtp_1",
cts,cts-root-buf,"clkbuf_16",
finish,seq_area,308100,µm²
global_route,grt_max_degree,131,
global_route,grtUsageTotal,0.2177,
cts,post_cts_resized,0,
drt,vias,208400,
cts,cts_buffer_depth,5,
synth,synth-simple-area-share,0.02463,
finish,lay_top_cells,"edfxtp_1, mux4_2, buf_4, nor2_1, clkbuf_16",
drt,avgViaCountPerCell,5.334,
flow_run,warning_count,56,
cts,cts_setup_buffers,0,
final_timing,rsz0062_at_grt,"false",
drt,dr.pass1.iters,6,
final_timing,worst_slew_pin_slew,1.409,ns
worst_hold_path,hp-class,"reg2reg",
setup_path,worstPathMaxFanout,12,
pwr,power_density,17.20,nW/µm²
drt,drc,0,
floorplanning,coreArea,1321000,µm²
synth,xor_share,0.0001761,
finish,logic_area,83970,µm²
synth,synthMuxAreaShare,0.1504,
final_timing,period_used_share,0.2255,
finish,drive_gt1_frac,0.2541,
final_timing,period_needed,37.18,ns
drt,drt_iter0_drc,16020,
final_timing,relSlewSlack,0.05770,
synth,ys_types,90,
finish,final_common_cell,"edfxtp_1",
synth,ys_warn_count,0,
cts,cts.sinks,10260,
finish,n_fill_cell,120200,
global_route,grt_pass1_wl,1855000,µm
cts,cts_tree,"done",
setup_path,cp.arrival,37.93,ns
drt,wl,1363000,µm
cts,clock_latency,1.17,ns
synth,yosys.area_share.aoi,0.03282,
final_timing,finalSetupViolations,0,
final_timing,maxSlewViolCount,0,
global_route,overflow,0,
setup_path,crit_path_end_kind,"flip-flop",
pwr,p_leak,143.0,nW
floorplanning,boundaryPins,55,
synth,yosysChipArea,397900,µm²
synth,numSynthFlops,10260,
place,dp_hpwl,894900,µm
final_timing,fin_tns_setup,0,ns
==> metal layers <==
layer	track usage	vias to the layer above	share of wire
li1	-	82610	-
met1	0.1893	104600	0.27
met2	0.2941	17720	0.43
met3	0.2280	3206	0.23
met4	0.1199	276	0.065
met5	0.08047	-	0.0090
==> flip-flops by register name, indices dropped and copies added, names as in the netlist <==
| register | count |
|---|---|
| read_addr_in | 10 |
| init | 1 |
| pronto_out | 1 |
| read_data_out | 10 |
| dual_port_ram_u0.mem | 10240 |
==> layout make-up <==
cell class              count  area share
flip-flops and latches  10260      0.6676
inverters                  11   0.0001654
well taps               17600     0.04771
repair buffers           1515     0.02595
diodes                    346    0.001876
clock buffers            1311     0.06256
clock inverters           595     0.01221
multi-input cells        7434      0.1820
==> power by group <==
| part | switching [mW] | total [mW] | internal, mW |
|---|---|---|---|
| clock | 1.01 | 2.40 | 1.40 |
| combinational | 1.81 | 2.65 | 0.845 |
| sequential | 0.0131 | 2.89 | 2.87 |
==> cell families after synthesis <==
| family | count (synthesis) |
|---|---|
| AND/OR/NAND/NOR | 2261 |
| XOR/XNOR | 8 |
| flip-flops | 10260 |
| buffers and inverters | 1237 |
| AND-OR/OR-AND | 1858 |
| multiplexers | 3307 |
==> path summary, 6_finish.rpt <==
| kind | startpoint | endpoint | slack (ns) | cells after the start |
|---|---|---|---|---|
| hold reg to reg | pronto_out | pronto_out | 0.50 | 2 |
| min in group asynchronous | rst_n | read_data_out[8] | 32.26 | 2 |
| setup reg to reg | read_addr_in[0] | pronto_out | 156.17 | 19 |
| hold / removal | pronto_out | pronto_out | 0.50 | 2 |
| setup / recovery | write_addr_in[2] | dual_port_ram_u0.mem[160][0] | 127.72 | 6 |
| max in group asynchronous | rst_n | read_addr_in[6] | 132.37 | 2 |
==> worst max-delay path, stage by stage <==
cell             delay [ns]
clkdlybuf4s50_1        1.17
nor3_2                 1.07
nand3_4                0.85
buf_4                  0.58
buf_4                  0.39
nor2_1                 0.82
==> synth_stat cells, drive strengths merged, types with 31 or more instances <==
cell        n  area share
a21oi     333      0.0042
nor2b      37     0.00058
nor2     1197       0.011
a221oi     66      0.0015
buf       723       0.013
o22ai     300      0.0047
nand4      43     0.00068
a22o       40     0.00088
mux2       56      0.0016
a22oi     249      0.0047
and3       31     0.00049
a211oi     70      0.0013
clkbuf    503      0.0047
mux4     2133        0.12
nor3      154      0.0019
nor4       67      0.0011
mux2i    1118       0.028
edfxtp  10240        0.77
and2       35     0.00055
o221ai    323      0.0071
a31oi      58     0.00091
nand2     459      0.0043
nand3     137      0.0017
o21ai     180      0.0023
o211ai     36     0.00068
==> metrics by stage <==
| stage | worst slack [ns] | hold WS (ns) | instances | util |
|---|---|---|---|---|
| after floorplan | 129.59 | 0.4276 | 18930 | - |
| after global placement | 126.80 | 0.4826 | 36820 | 0.3226 |
| after detailed placement | 126.74 | 0.4849 | 36820 | 0.3226 |
| after CTS | 127.88 | 0.5003 | 38720 | 0.3487 |
| after global routing | 127.66 | 0.5162 | 38870 | 0.3490 |
| final | 127.72 | 0.5004 | 39070 | 0.3493 |
Power and IR drop assume default switching activity.
