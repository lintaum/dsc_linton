==> flow/design.v <==
module syn_fifo 
#(
    parameter DATA_WIDTH = 8,
    parameter ADDR_WIDTH = 8,
    parameter RAM_DEPTH = (1 << ADDR_WIDTH)
  )
  (
    input clk ,
    input rst_n ,
    input rd_en ,
    input wr_en ,
    input [DATA_WIDTH-1:0] data_in ,
    output full ,
    output almost_full ,
    output empty ,
    output almost_empty ,
    output [DATA_WIDTH-1:0] data_out
);    
reg [ADDR_WIDTH-1:0] wr_pointer;
reg [ADDR_WIDTH-1:0] rd_pointer;
reg [ADDR_WIDTH :0] status_cnt;
wire [DATA_WIDTH-1:0] data_ram ;
assign full = (status_cnt == (RAM_DEPTH));
assign empty = (status_cnt == 0);
assign almost_full = (status_cnt == (RAM_DEPTH-1));
assign almost_empty = (status_cnt <= 1);
always @ (posedge clk or negedge rst_n)
begin : WRITE_POINTER
  if (!rst_n) begin
    wr_pointer <= 0;
  end else if (wr_en ) begin
    wr_pointer <= wr_pointer + 1'b1;
  end
end
always @ (posedge clk or negedge rst_n)
begin : READ_POINTER
  if (!rst_n) begin
    rd_pointer <= 0;
  end else if (rd_en ) begin
    rd_pointer <= rd_pointer + 1'b1;
  end
end
assign  data_out = data_ram;
always @ (posedge clk or negedge rst_n)
begin : STATUS_COUNTER
  if (!rst_n) begin
    status_cnt <= 0;
  end else if (rd_en && !(wr_en) 
                && (status_cnt != 0)) begin
    status_cnt <= status_cnt - 1'b1;
  end else if ((wr_en) && !(rd_en) 
               && (status_cnt != RAM_DEPTH)) begin
    status_cnt <= status_cnt + 1'b1;
  end
end 
dual_port_ram
  #(
    .DATA_WIDTH(DATA_WIDTH),
    .ADDR_WIDTH(ADDR_WIDTH)
  )
  mem_u0
  (
    .clk(clk),
    .rst_n(rst_n),
    .data_i(data_in),
    .data_o(data_ram),
    .write_en_i(wr_en),
    .read_en_i(1'b1),
    .read_addr_i(rd_pointer),
    .write_addr_i(wr_pointer)
);  
endmodule
module dual_port_ram 
	#(
		parameter DATA_WIDTH = 32,
		parameter ADDR_WIDTH = 3
	)
	(
	input clk,     
	input rst_n,   
	input [DATA_WIDTH-1:0] data_i,
	output [DATA_WIDTH-1:0] data_o,
	input write_en_i,
	input read_en_i,
	input [ADDR_WIDTH-1:0] read_addr_i,
	input [ADDR_WIDTH-1:0] write_addr_i
);
localparam MEM_SIZE = 2**ADDR_WIDTH;
reg [DATA_WIDTH-1:0] mem [0:MEM_SIZE-1];
always @(posedge clk) begin : proc_mem
		if (write_en_i)
			mem[write_addr_i] <= data_i;
end
assign data_o = mem[read_addr_i];
endmodule
==> flow/run.sh <==
#!/bin/bash
# OpenROAD 26Q1-2900-gdf79404cd8, Yosys 0.63+post, stock flow scripts
make -C /OpenROAD-flow-scripts/flow DESIGN_CONFIG=/design/flow/config.mk WORK_HOME=/design/flow/orfs finish
==> flow/config.mk <==
export PLATFORM = sky130hd
export DESIGN_NAME = syn_fifo
export DESIGN_NICKNAME = syn_fifo
export VERILOG_FILES = /design/flow/design.v
export SDC_FILE = /design/flow/constraint.sdc
export NUM_CORES = 4
export LEC_CHECK = 1
export CORE_UTILIZATION = 50
export SYNTH_HDL_FRONTEND = slang
==> flow/constraint.sdc <==
current_design syn_fifo

set clk_period 148.5
set clk_io_pct 0.2

create_clock -name clk0 -period $clk_period [get_ports {clk}]

set non_clock_inputs [all_inputs -no_clocks]
set_input_delay [expr $clk_period * $clk_io_pct] -clock clk0 $non_clock_inputs
set_output_delay [expr $clk_period * $clk_io_pct] -clock clk0 [all_outputs]
==> report_table.html <==
<!-- implementation run metrics -->
<table>
<tr><th>Metric</th><th>Value</th></tr>
<tr><th colspan="2">Placement</th></tr>
<tr><td>Number of cells after detailed placement</td><td>6,122</td></tr>
<tr><td>Count of input and output buffers</td><td>23</td></tr>
<tr><td>GP Congestion</td><td>0.917</td></tr>
<tr><td>Setup WS pre-CTS</td><td>112.46 ns</td></tr>
<tr><td>DP HPWL</td><td>132,000 um</td></tr>
<tr><th colspan="2">Route</th></tr>
<tr><td>Wire length the detailed router placed on met1</td><td>71,300 um</td></tr>
<tr><td>Top routing layer in use</td><td>met5</td></tr>
<tr><td>Count of routing violations after the opening detailed-route iteration</td><td>3,059</td></tr>
<tr><td>Routed wire length on met2</td><td>98,000 um</td></tr>
<tr><td>Total iterations of the first detailed-routing run</td><td>8</td></tr>
<tr><td>Routed vias</td><td>40.3k</td></tr>
<tr><td>Detailed-routed wire length on met3</td><td>39,100 um</td></tr>
<tr><td>Avg Vias per Cell</td><td>6.21</td></tr>
<tr><td>Antenna viol nets, final</td><td>0</td></tr>
<tr><td>Sum of routed wire length over all layers</td><td>216,000 um</td></tr>
<tr><td>Wire length per cell</td><td>33.3 um</td></tr>
<tr><td>Number of DRC violations after detailed routing</td><td>0</td></tr>
<tr><th colspan="2">Yosys</th></tr>
<tr><td>Share of async-settable or async-resettable flops after synthesis</td><td>1.21%</td></tr>
<tr><td>Predominant post-synthesis flop cell</td><td>sky130_fd_sc_hd__edfxtp_1</td></tr>
<tr><td>Post-Syn Area per Cell</td><td>20.6 um2</td></tr>
<tr><td>Count of cell types in the netlist</td><td>77</td></tr>
<tr><td>Number of standard cells after synthesis</td><td>3,935</td></tr>
<tr><td>Post-synth EDFFs</td><td>2,048</td></tr>
<tr><td>Area fraction in and, or, nand and nor cells after synthesis</td><td>2.74%</td></tr>
<tr><td>Number of warning messages in the yosys log</td><td>0</td></tr>
<tr><td>Yosys cell count</td><td>3,935</td></tr>
<tr><td>Complex Gates by Area</td><td>3.81%</td></tr>
<tr><td>Summed instance area of the synthesized netlist</td><td>81,100 um2</td></tr>
<tr><td>Chip area estimate from yosys synthesis</td><td>81,100 um2</td></tr>
<tr><td>Post-synthesis sequential area ratio</td><td>76.6%</td></tr>
<tr><td>Dominant combinational family</td><td>multiplexers</td></tr>
<tr><td>Area fraction in xor and xnor cells</td><td>0.227%</td></tr>
<tr><td>Number of flip-flops and latches in the synthesized netlist</td><td>2,073</td></tr>
<tr><td>Multiplexer fraction of the synthesized cell area</td><td>14.5%</td></tr>
<tr><td>Adder-cell share of the synthesized area</td><td>0.154%</td></tr>
<tr><th colspan="2">Power and ir drop</th></tr>
<tr><td>Maximum ir drop on the vdd rail</td><td>0.0000225 V</td></tr>
<tr><td>Int Pwr</td><td>1.12 mW</td></tr>
<tr><td>Sw Pwr</td><td>0.534 mW</td></tr>
<tr><td>Static leakage</td><td>28.7 nW</td></tr>
<tr><td>Pwr dens</td><td>18.2 nW/um2</td></tr>
<tr><td>Sequential Power Share</td><td>40.1%</td></tr>
<tr><td>Power share of the clock group</td><td>30.1%</td></tr>
<tr><td>Combinational power share</td><td>29.8%</td></tr>
<tr><td>Overall power consumption</td><td>1.66 mW</td></tr>
<tr><td>Switching portion of total power</td><td>32.3%</td></tr>
<tr><th colspan="2">Critical path</th></tr>
<tr><td>Worst Path Max Fanout</td><td>68</td></tr>
<tr><td>Arrival time at the worst endpoint</td><td>6.97 ns</td></tr>
<tr><td>Capturing element type of the critical path</td><td>output port</td></tr>
<tr><td>Required time of the critical path</td><td>118.80 ns</td></tr>
<tr><td>Critical Setup Path Class</td><td>reg2out</td></tr>
<tr><td>Launch point of the worst path</td><td>rd_pointer[0]</td></tr>
<tr><td>Startpoint type of the worst setup path</td><td>register</td></tr>
<tr><td>Crit Reg-Reg Startpoint</td><td>rd_pointer[2]</td></tr>
<tr><th colspan="2">CTS</th></tr>
<tr><td>Sinks on Clock Net</td><td>2,073</td></tr>
<tr><td>CTS Root Cell</td><td>sky130_fd_sc_hd__clkbuf_16</td></tr>
<tr><td>Number of hold-repair buffers added at the cts stage</td><td>0</td></tr>
<tr><td># resized after CTS</td><td>0</td></tr>
<tr><td>Clock transition at the registers of the reported paths</td><td>0.06 ns</td></tr>
<tr><td>H-tree levels</td><td>4</td></tr>
<tr><td>Buffer levels on the longest clock path</td><td>3</td></tr>
<tr><td>Clock tree from TritonCTS</td><td>yes</td></tr>
<tr><td>Post-CTS setup buffer count</td><td>0</td></tr>
<tr><td>Source-to-sink clock delay at the later pin of the worst-skew pair</td><td>0.83 ns</td></tr>
<tr><td>Cts bufs inserted</td><td>204</td></tr>
<tr><th colspan="2">Run</th></tr>
<tr><td>OpenROAD warnings</td><td>32</td></tr>
<tr><td>Maxcap violations</td><td>0</td></tr>
<tr><th colspan="2">Run status</th></tr>
<tr><td>Run status</td><td>finished clean</td></tr>
<tr><th colspan="2">Floorplan</th></tr>
<tr><td>Area of the placeable core</td><td>161,000 um2</td></tr>
<tr><td>Die height</td><td>405 um</td></tr>
<tr><td>Top Ports</td><td>24</td></tr>
<tr><td>Die span in x</td><td>405 um</td></tr>
<tr><td>Effective utilization at floorplan</td><td>50.4%</td></tr>
<tr><td>Die Area</td><td>164,000 um2</td></tr>
<tr><td>Core Rows</td><td>147</td></tr>
<tr><th colspan="2">Final timing</th></tr>
<tr><td>Total count of max-transition violations in the final report</td><td>0</td></tr>
<tr><td>Count of endpoints failing hold in the final timing report</td><td>0</td></tr>
<tr><td>Unrepaired setup endpoints after global routing</td><td>false</td></tr>
<tr><td>Setup total negative slack</td><td>0 ns</td></tr>
<tr><td>Clock Skews</td><td>0.0395 ns</td></tr>
<tr><td>Crit path time final</td><td>36.68 ns</td></tr>
<tr><td>Highest clock rate</td><td>27.3 MHz</td></tr>
<tr><td>Count of final setup violators</td><td>0</td></tr>
<tr><td>Relative slew slack</td><td>23.9%</td></tr>
<tr><td>Final worst slack</td><td>111.83 ns</td></tr>
<tr><td>Slew at the pin with the worst max-slew slack</td><td>1.14 ns</td></tr>
<tr><td>Final clock period utilization by the worst path</td><td>24.7%</td></tr>
<tr><th colspan="2">Cells and area</th></tr>
<tr><td>Most frequent cells in the layout</td><td>sky130_fd_sc_hd__edfxtp_1, sky130_fd_sc_hd__mux4_2, sky130_fd_sc_hd__nor2_1, sky130_fd_sc_hd__buf_4, sky130_fd_sc_hd__clkbuf_16</td></tr>
<tr><td>Post-Layout Cell Count</td><td>6,492</td></tr>
<tr><td>Commonest Layout Cell</td><td>sky130_fd_sc_hd__edfxtp_1</td></tr>
<tr><td>Ratio of cells with drive above 1 in the final layout</td><td>22.9%</td></tr>
<tr><td>Area Overhead vs Synth</td><td>12.2%</td></tr>
<tr><th colspan="2">Global route</th></tr>
<tr><td>Total Routing Usage GR</td><td>30.5%</td></tr>
<tr><td>Pin count of the biggest net entering global routing</td><td>100</td></tr>
<tr><td>Global-route wire length before repair</td><td>310,000 um</td></tr>
<tr><td>Overflow left after global routing</td><td>0</td></tr>
<tr><td>Number of antenna violations at the first check in global routing</td><td>10</td></tr>
<tr><td>Vias in the first global route</td><td>43.5k</td></tr>
<tr><th colspan="2">Worst hold path</th></tr>
<tr><td>Min-delay worst type</td><td>reg2reg</td></tr>
<tr><td>Worst hold path startpoint</td><td>status_cnt[5]</td></tr>
</table>
==> cell usage after synthesis, drive strengths merged (4+ instances only) <==
cell type     n  area (um2)
a32oi         7        61.3
nand2b        6        37.5
a221oi       69         611
a31o          4        35.0
dfrtp        25         626
mux2         22         248
a311oi        9        78.8
o2111ai       4        35.0
mux4        420        9520
a31oi        14        87.6
and3          9        56.3
edfxtp     2048       61500
nor2        265         995
a22oi        93         698
a22o         17         149
inv          17        63.8
xnor2        17         149
nand2       113         424
a21oi        65         325
o22ai         8        50.1
nand3        43         215
clkbuf       95         368
ha           10         125
o32ai         4        35.0
o221ai       29         254
and2         10        63.8
xor2          4        35.0
a41oi         4        35.0
o21ai        40         200
buf         147        1150
o31ai         9        67.6
nor3         31         165
o211ai        5        37.5
nand4         4        25.0
nor2b        16         100
mux2i       197        1970
a211oi       15         113
==> power groups by stage <==
| stage | clock network (mW) | registers (mW) | logic (mW) |
|---|---|---|---|
| after global routing | 0.527 | 0.664 | 0.522 |
| final | 0.499 | 0.663 | 0.493 |
| after CTS | 0.507 | 0.663 | 0.492 |
==> kinds of logic after synthesis <==
| logic type | Yosys count |
|---|---|
| xor+xnor | 21 |
| mux | 639 |
| fa+ha+maj | 10 |
| compound gates | 418 |
| simple gates | 513 |
| flops | 2073 |
| buf+inv | 261 |
==> cell type report <==
class / instances / area [um2]
fillers: 11700 / 69800
flip-flops and latches: 2073 / 62100
multi-input cells: 1601 / 17400
clock buffers: 256 / 5480
well taps: 2160 / 2700
repair buffers: 270 / 2190
clock inverters: 110 / 937
inverters: 19 / 73.8
diodes: 3 / 7.51
==> registers in the layout, indices dropped and copies added (netlist names) <==
signal	flops
rd_pointer	8
mem_u0.mem	2048
wr_pointer	8
status_cnt	9
==> final timing paths <==
path                            endpoint  slack (ns)  depth (start not counted)
min                        status_cnt[5]        0.49                          1
min in group asynchronous  status_cnt[8]       29.29                          2
max reg2reg                rd_pointer[7]      145.12                          7
max in group asynchronous  rd_pointer[0]      118.84                          2
max                          data_out[6]      111.83                         11
min reg2reg                status_cnt[5]        0.49                          1
==> stage by stage <==
step | utilization [%] | cell area [um2] | hold WS [ns]
floorplan | - | 81100 | 0.461
global placement | 52.6 | 84500 | 0.485
detailed placement | 52.6 | 84500 | 0.486
CTS | 56.6 | 91000 | 0.498
global route | 56.6 | 91000 | 0.526
finish | 56.6 | 91000 | 0.493
==> layer usage <==
| metal | up-vias | global-route usage, % |
|---|---|---|
| met5 | - | 0.684 |
| met1 | 20400 | 41.6 |
| met2 | 2546 | 41.3 |
| met4 | 24 | 7.93 |
| met3 | 414 | 23.6 |
| li1 | 16900 | - |
==> critical path, cell delays in order (launching register included) <==
cell and delay [ns]:
sky130_fd_sc_hd__dfrtp_4 0.75, sky130_fd_sc_hd__buf_4 0.70, sky130_fd_sc_hd__buf_4 0.57, sky130_fd_sc_hd__buf_12 0.48, sky130_fd_sc_hd__buf_4 0.62, sky130_fd_sc_hd__buf_4 0.61
sky130_fd_sc_hd__mux4_2 0.58, sky130_fd_sc_hd__a221oi_1 0.26, sky130_fd_sc_hd__o21ai_0 0.25, sky130_fd_sc_hd__o31ai_1 0.46, sky130_fd_sc_hd__o32ai_1 0.22, sky130_fd_sc_hd__clkdlybuf4s50_1 0.49
Power figures rest on the tool's default switching activity, not on a simulated workload.
